$ cat flow/design.v
interface ahb2apb_interface(input logic PCLK, HCLK);
    parameter ADDR_WIDTH =32;
    parameter DATA_WIDTH =32;
    logic HRESETn, HSEL, HWRITE;
    logic [1:0] HTRANS;
    logic [ADDR_WIDTH-1:0] HADDR;
    logic [DATA_WIDTH-1:0] HWDATA, HRDATA;
    logic [2:0] HSIZE;
    logic HREADYIN, HREADYOUT, HRESP;
    logic PRESETn, PSEL, PENABLE, PWRITE, PREADY, PSLVERR;
    logic [ADDR_WIDTH-1:0] PADDR;
    logic [DATA_WIDTH-1:0] PWDATA, PRDATA;
    logic [(DATA_WIDTH/8)-1:0] PSTRB;
 endinterface
 module AHBLite_APB_Bridge #(
  parameter ADDR_WIDTH = 32,
  parameter DATA_WIDTH = 32
)
(
  input                           HRESETn, 
  input                           HCLK, 
  input                           HSEL, 
  input      [ADDR_WIDTH-1:0]     HADDR,   
  input      [DATA_WIDTH-1:0]     HWDATA,  
  input                           HWRITE, 
  input      [2:0]                HSIZE, 
  input      [2:0]                HBURST, 
  input      [3:0]                HPROT, 
  input      [1:0]                HTRANS, 
  input                           HMASTERLOCK, 
  input                           HREADYIN, 
  output reg                      HREADYOUT,
  output reg [DATA_WIDTH-1:0]     HRDATA, 
  output reg                      HRESP, 
  input                           PRESETn,
  input                           PCLK,
  output reg                      PSEL,
  output reg                      PENABLE,
  output     [2:0]                PPROT, 
  output reg                      PWRITE, 
  output reg [(DATA_WIDTH/8)-1:0] PSTRB, 
  output reg [ADDR_WIDTH-1:0]     PADDR, 
  output reg [DATA_WIDTH-1:0]     PWDATA, 
  input      [DATA_WIDTH-1:0]     PRDATA, 
  input                           PREADY,
  input                           PSLVERR 
);
parameter ST_AHB_IDLE     = 2'b00,
          ST_AHB_TRANSFER = 2'b01,
          ST_AHB_ERROR    = 2'b10;
reg  [1:0]            ahb_state;
wire                  ahb_transfer;
reg                   apb_treq;
reg                   apb_treq_toggle;
reg  [2:0]            apb_treq_sync;
wire                  apb_treq_pulse;
reg                   apb_tack;
reg                   apb_tack_toggle;
reg  [2:0]            apb_tack_sync;
wire                  apb_tack_pulse;
reg                   apb_tack_pulse_Q1;
reg  [ADDR_WIDTH-1:0] ahb_HADDR;
reg                   ahb_HWRITE;
reg  [2:0]            ahb_HSIZE;
reg  [DATA_WIDTH-1:0] ahb_HWDATA;
reg                   latch_HWDATA;
reg  [DATA_WIDTH-1:0] apb_PRDATA;
reg                   apb_PSLVERR;
reg  [DATA_WIDTH-1:0] apb_PRDATA_HCLK;
reg                   apb_PSLVERR_HCLK;
assign ahb_transfer = (HSEL & HREADYIN & (HTRANS == 2'b10 || HTRANS == 2'b11)) ? 1'b1 : 1'b0;
always@(posedge HCLK or negedge HRESETn)begin
  if(!HRESETn)begin      
    HREADYOUT  <= 1'b1;   
    HRESP      <= 1'b0;   
    HRDATA     <=  'd0;   
    ahb_HADDR  <=  'd0;    
    ahb_HWRITE <= 1'b0;    
    ahb_HSIZE  <=  'd0;    
    ahb_state  <= ST_AHB_IDLE;   
    apb_treq   <= 1'b0;  
  end else begin
    apb_treq   <= 1'b0;  
    case (ahb_state)
      ST_AHB_IDLE : begin     
        HREADYOUT  <= 1'b1;  
        HRESP      <= 1'b0;
        ahb_HADDR  <= HADDR;   
        ahb_HWRITE <= HWRITE;   
        ahb_HSIZE  <= HSIZE;    
        if(ahb_transfer)begin     
          ahb_state <= ST_AHB_TRANSFER;   
          HREADYOUT <= 1'b0;    
          apb_treq  <= 1'b1;    
        end
      end
      ST_AHB_TRANSFER : begin    
        HREADYOUT <= 1'b0;       
        if(apb_tack_pulse_Q1)begin   
          HRDATA <= apb_PRDATA_HCLK;   
          if(apb_PSLVERR_HCLK)begin   
            HRESP     <= 1'b1;        
            ahb_state <= ST_AHB_ERROR;  
          end else begin
            HREADYOUT <= 1'b1;   
            HRESP     <= 1'b0;   
            ahb_state <= ST_AHB_IDLE;  
          end
        end
      end
      ST_AHB_ERROR : begin   
        HREADYOUT <= 1'b1;   
        ahb_state <= ST_AHB_IDLE;  
      end
      default: begin
        ahb_state <= ST_AHB_IDLE;  
      end
    endcase
  end
end
always@(posedge HCLK or negedge HRESETn)begin
  if(!HRESETn)begin  
    ahb_HWDATA   <=  'd0;   
    latch_HWDATA <= 1'b0;   
  end else begin
    if(ahb_transfer && HWRITE) latch_HWDATA <= 1'b1;   
    else                       latch_HWDATA <= 1'b0;   
    if(latch_HWDATA)begin 
      ahb_HWDATA <= HWDATA; 
    end 
  end
end
always@(posedge HCLK or negedge HRESETn)begin
  if(!HRESETn)begin
    apb_treq_toggle <= 1'b0;
  end else begin
    if(apb_treq) apb_treq_toggle <= ~apb_treq_toggle;  
  end
end
always@(posedge PCLK or negedge PRESETn)begin
  if(!PRESETn)begin
     apb_treq_sync  <=  'd0;  
  end else begin
    apb_treq_sync <= {apb_treq_sync[1:0], apb_treq_toggle};  
  end
end
  assign apb_treq_pulse = apb_treq_sync[2] ^ apb_treq_sync[1];  
reg                   apb_treq_pulse_Q1;
reg  [ADDR_WIDTH-1:0] ahb_HADDR_PCLK;
reg                   ahb_HWRITE_PCLK;
reg  [2:0]            ahb_HSIZE_PCLK;
reg  [DATA_WIDTH-1:0] ahb_HWDATA_PCLK;
always@(posedge PCLK or negedge PRESETn)begin
  if(!PRESETn)begin
    apb_treq_pulse_Q1 <= 0;
    ahb_HADDR_PCLK    <= 0;
    ahb_HWRITE_PCLK   <= 0;
    ahb_HSIZE_PCLK    <= 0;
    ahb_HWDATA_PCLK   <= 0;
  end else begin
    apb_treq_pulse_Q1 <= apb_treq_pulse;
    if(apb_treq_pulse)begin
      ahb_HADDR_PCLK  <= ahb_HADDR;
      ahb_HWRITE_PCLK <= ahb_HWRITE;
      ahb_HSIZE_PCLK  <= ahb_HSIZE;
      ahb_HWDATA_PCLK <= ahb_HWDATA;
    end
  end
end
reg [(DATA_WIDTH/8)-1:0] lcl_PSTRB;
reg [1:0] apb_state;
parameter ST_APB_IDLE   = 2'b00,
          ST_APB_START  = 2'b01,
          ST_APB_ACCESS = 2'b10;
always@(posedge PCLK or negedge PRESETn)begin
  if(!PRESETn)begin
    apb_state   <= ST_APB_IDLE;
    PADDR       <=  'd0;
    PSEL        <=  'b0;
    PENABLE     <=  'b0;
    PWRITE      <=  'b0;
    PWDATA      <=  'b0;
    PSTRB       <=  'd0;
    apb_PSLVERR <= 1'b0;
    apb_tack    <= 1'b0;
    apb_PRDATA  <=  'd0;
  end else begin
    apb_tack    <= 1'b0;
    case (apb_state)
      ST_APB_IDLE: begin
        PSEL    <= 'b0;
        PENABLE <= 'b0;
        PWRITE  <= 'b0;
        if(apb_treq_pulse_Q1)begin
          apb_state <= ST_APB_START;
          PADDR     <= {ahb_HADDR_PCLK[ADDR_WIDTH-1:DATA_WIDTH/8], {{(DATA_WIDTH/8)}{1'b0}}};
          PSTRB     <= lcl_PSTRB;
          PSEL      <= 'b1;
          PWRITE    <= ahb_HWRITE_PCLK;
          PWDATA    <= ahb_HWDATA_PCLK;
        end
      end
      ST_APB_START: begin
        apb_state <= ST_APB_ACCESS;
        PSEL      <= 'b1;
        PENABLE   <= 'b1;
      end
      ST_APB_ACCESS: begin
        PENABLE <= PENABLE;
        PWRITE  <= PWRITE;
        if(PREADY)begin
          apb_state   <= ST_APB_IDLE;
          apb_tack    <= 1'b1;
          apb_PRDATA  <= PRDATA;
          PSEL        <= 'b0;
          PENABLE     <= 'b0;
          apb_PSLVERR <= PSLVERR;
        end
      end
    endcase
  end
end
always@(posedge PCLK or negedge PRESETn)begin
  if(!PRESETn)begin
    apb_tack_toggle <= 1'b0;
  end else begin
    if(apb_tack) apb_tack_toggle <= ~apb_tack_toggle;
  end
end
always@(posedge HCLK or negedge HRESETn)begin
  if(!HRESETn)begin
    apb_tack_sync <= 'd0;
  end else begin
    apb_tack_sync <= {apb_tack_sync[1:0], apb_tack_toggle};
  end
end
assign apb_tack_pulse = apb_tack_sync[2] ^ apb_tack_sync[1];
always@(posedge HCLK or negedge HRESETn)begin
  if(!HRESETn)begin
    apb_tack_pulse_Q1 <= 0;
    apb_PRDATA_HCLK   <= 0;
    apb_PSLVERR_HCLK  <= 0;
  end else begin
    apb_tack_pulse_Q1 <= apb_tack_pulse;
    if(apb_tack_pulse)begin
      apb_PRDATA_HCLK  <= apb_PRDATA;
      apb_PSLVERR_HCLK <= apb_PSLVERR;
    end
  end
end
reg [127:0] pstrb;
reg [6:0]   addr_mask;
always@(*)begin
  case(DATA_WIDTH/8)
    'd0: addr_mask <= 'h00;
    'd1: addr_mask <= 'h01;
    'd2: addr_mask <= 'h03;
    'd3: addr_mask <= 'h07;
    'd4: addr_mask <= 'h0f;
    'd5: addr_mask <= 'h1f;
    'd6: addr_mask <= 'h3f;
    'd7: addr_mask <= 'h7f;
  endcase
  case(ahb_HSIZE)
    'd1:     pstrb <= 'h3;
    'd2:     pstrb <= 'hf;
    'd3:     pstrb <= 'hff;
    'd4:     pstrb <= 'hffff;
    'd5:     pstrb <= 'hffff_ffff;
    'd6:     pstrb <= 'hffff_ffff_ffff_ffff;
    'd7:     pstrb <= 'hffff_ffff_ffff_ffff_ffff_ffff_ffff_ffff;
    default: pstrb <= 'h1;
  endcase
end
always@(posedge HCLK or negedge HRESETn)begin
  if(!HRESETn)begin
    lcl_PSTRB <= 0;
  end else begin
    lcl_PSTRB <= pstrb[DATA_WIDTH/8-1:0] << (ahb_HADDR & addr_mask);
  end
end
endmodule
$ cat flow/run.sh
#!/bin/bash
# OpenROAD 26Q1-2900-gdf79404cd8, Yosys 0.63+post, stock flow scripts
make -C /OpenROAD-flow-scripts/flow DESIGN_CONFIG=/design/flow/config.mk WORK_HOME=/design/flow/orfs finish
$ cat flow/config.mk
export PLATFORM = sky130hd
export DESIGN_NAME = AHBLite_APB_Bridge
export DESIGN_NICKNAME = AHBLite_APB_Bridge
export VERILOG_FILES = /design/flow/design.v
export SDC_FILE = /design/flow/constraint.sdc
export NUM_CORES = 4
export LEC_CHECK = 1
export CORE_UTILIZATION = 30
$ cat flow/constraint.sdc
current_design AHBLite_APB_Bridge

set clk_period 3.9
set clk_io_pct 0.2

create_clock -name clk0 -period $clk_period [get_ports {HCLK}]
create_clock -name clk1 -period $clk_period [get_ports {PCLK}]

set non_clock_inputs [all_inputs -no_clocks]
set_input_delay [expr $clk_period * $clk_io_pct] -clock clk0 $non_clock_inputs
set_output_delay [expr $clk_period * $clk_io_pct] -clock clk0 [all_outputs]
==> git commit body <==
Refresh implementation metrics

- Detail-routed net length per standard cell: 17.3 um
* Worst slew pin tran: 0.818 ns
* Worst IR drop on VDD: approximately 0.00044 V
- Critical Path Sink Type: primary output
* Cell total in the yosys stat output: between 600 and 700
- For this design the ratio of total power to cell area is between 800 and 900 mW/mm^2.
- RePlAce ended its routability-driven mode at a weighted congestion of 0.770.
- Mean number of vias per cell: 4.35
- Setup-failing EPs final: 0
- The leakage component of the power was reported as about 6.6 nW.
- Per the repair_timing log after CTS, setup buffers inserted total 0.
- Endpoint of the most critical register-to-register path: ahb_HWDATA_PCLK[12]
- Final Instance Count excl. Fillers: 1,466
- Of the cells placed in the final design, the portion with a size suffix greater than 1 is 38.4%.
- Synthesized flop and latch total: 319
- The portion of synthesized area spent on multiplexers is 27.8%.
* Clock edge transition at the registers on the reported setup and hold paths: 0.07 ns
* Chip Height: 200 um
* Worst reg2reg path depth: 3
* Floorplan Utilization: 30.5%
- Count of boundary I/O pins: between 200 and 250
- CTS sink cnt: 319
- Summing over the stages, the warning tally comes to 35.
- Total congestion overflow after global routing: 0
* Chip Width: approximately 200 um
- Worst path slowest cell: dfstp_2
- Looking at area per cell type in the netlist, the leader is dfrtp_1.
* Synth top area cells: dfrtp_1, mux2_2, mux2_1
- At the worst endpoint, the required time is 3.12 ns.
- Per the final timing report, the hold violations number 0.
* Area share of and/or/nand/nor cells after synthesis: less than 1%
- The initialized floorplan defines 72 standard-cell rows.
- The run finished with clean final reports.
- In the power breakdown, the internal column shows 9.52 mW.
* Area growth syn-to-layout: 32.1%
- Adder Share, Synth: 0%
- Area enclosed by the die boundary: ~0.04 sq mm
* Resize count post-CTS: 0
- Launching element type of the critical path: flip-flop
* Part of the power in registers: 43.4%
- The total area inside the core boundary comes to 0.0387 sq mm.
- Checking hold timing, the worst path is listed with class input port to asynchronous set/reset pin.
- Per the detail_route report, the via count comes to 6,379.
* Final hold slack: 0.286 ns
* Top delay family on crit path: flip-flops
* Setup TNS: 0 ns
- At the end of the flow the core is filled with cells to 40.3%.
- Of the total synthesized cell area, the portion taken by XOR and XNOR cells is less than 1%.
* Clock skew after layout: 0.0118 ns
* Slowest Stage Delay on Critical Path: 0.53 ns
* Count of buffering cells on the critical path with inverters included: 1
- RR Startpoint: apb_treq_sync[1]
* Ys flop type: dfrtp_1
* Number of violations reported at the end of detailed-routing iteration 0: around 150
- Placement Setup Slack: 1.24 ns
* Portion of total power attributed to combinational logic: 31.2%
* Placed cell area: 0.0145 sq mm
- For this run the detailed placement stage logged an HPWL of roughly 15,000 um.
- In the setup report, the worst path falls into the class flip-flop to primary output.
* Clock tree from TritonCTS: yes
- Initial antenna violation count: 1
- Entering global routing, the biggest net connects 99 pins.
- Async set or reset register ratio after synthesis: 100%
- Post-synth top area share: 67.0%
* Synthesized instance count: 694
- In the global route stage, overall resource usage came out at about 14%.
- Number of max-cap violations: 0
- Crit path setup slack, layout: 1.67 ns
- Minimum setup slack among reg-to-reg paths: 1.86 ns
* Portion of total power attributed to the clock network: 25.3%
* Switching Share: 27.5%
* Critical-path cell list: clkdlybuf4s50_1
- After synthesis, flip-flops and latches occupy approximately two thirds of the total area.
* Fill cell total of the finished layout: around 3.5k
* Count of cell types in the netlist: 32
- Dominant combinational cell family by area after synthesis: multiplexers
* Post-synthesis average cell area: 17.0 sq um
* DR DRC count: 0
* Post-route design area: 0.0156 sq mm
- According to the Yosys statistics, the synthesized design has a chip area of 0.0118 sq mm.
* Buffers added on ports: 208
- First-pass GRT wire length: 40,900 um
- Worst EP arrival: 1.45 ns
- Max-slew headroom: 45.4%
- The synthesized netlist devotes 1.02% of its cell area to compound gates.
- Cell count after placement: 1,401
- CTS Hold Buffers Added: 0
- In this run the power spent charging and discharging nets is 3.61 mW.
* Number of global-route vias before repair: 7,075
* Warnings from Yosys: 4
- The routed design has 25,300 um of wire.
- STA lists the maximum fanout along the critical path as 2.
- Setup repair after global routing missed its margin: false
* EDFF count, synth: 0
- Slew Viols, Final: 0
- Iteration count of the initial detailed-routing pass: 4
- Summing internal, switching and leakage power gives 13.1 mW.
- Netlist area before placement: roughly 0.012 sq mm
* Number of routed nets with antenna violations: 0
[state kept, by name, summed over array words and instances, names as in the netlist, 32 cells and up]
register / count
apb_PRDATA: 32
ahb_HWDATA_PCLK: 32
apb_PRDATA_HCLK: 32
ahb_HWDATA: 32
ahb_HADDR: 32
HRDATA: 32
PWDATA: 32
[cell usage after synthesis, types with 3 or more instances]
cell type,n
dfrtp_1,316
mux2_2,282
buf_2,17
buf_4,9
mux2_1,8
buf_6,7
inv_1,6
nand2_1,5
o21ai_0,5
nor2_1,4
a2111oi_0,3
and2_1,3
clkbuf_1,3
dfstp_2,3
[cell type report]
| class | count | area [sq um] | share of cell area [%] |
|---|---|---|---|
| Multi-Input combinational cell | 338 | 3580 | 23.0 |
| Timing Repair Buffer | 219 | 2210 | 14.2 |
| Tap cell | 518 | 648 | 4.16 |
| Inverter | 7 | 26.3 | 0.169 |
| Clock inverter | 25 | 239 | 1.53 |
| Sequential cell | 319 | 7990 | 51.2 |
| Clock buffer | 39 | 900 | 5.77 |
| Antenna cell | 1 | 2.50 | 0.0160 |
[kinds of logic (layout without fill, tap and decap cells)]
logic type / after synthesis / in the layout
mux: 291 / 291
other cells: 1 / 8
simple gates: 18 / 18
xor+xnor: 4 / 4
buf+inv: 43 / 290
compound gates: 18 / 18
flops: 319 / 319
[cell usage in the layout (no fill, tap or decap), types with 2 or more instances in the layout]
cell type	instances
dfrtp_1	316
mux2_2	282
clkdlybuf4s50_1	206
clkbuf_16	34
mux2_1	8
buf_4	8
conb_1	7
inv_1	6
inv_6	6
clkinv_4	6
o21ai_0	5
clkinv_2	5
clkinvlp_4	5
nor2_1	4
nand2_1	4
clkbuf_8	4
dfstp_2	3
a2111oi_0	3
and2_1	3
buf_12	3
a211oi_1	2
a31oi_1	2
xor2_4	2
xor2_1	2
a21oi_1	2
nor3_1	2
bufinv_16	2
clkbuf_1	2
[per-layer routing]
metal | GRT usage [%] | wire (um)
met3 | 5.26 | 1840
met5 | 0 | 0
met2 | 19.9 | 11100
met1 | 20.6 | 11700
met4 | 2.59 | 620
[power by group through the flow]
stage     clock [mW]  combinational (mW)  sequential (mW)
6_report        3.32                4.10             5.70
5_1_grt         3.59                4.48             5.93
4_1_cts         3.49                4.21             5.72
[worst max-delay path by stage]
stage	from	slack (ns)	end	cells past startpoint
CTS	HREADYOUT	1.61	HREADYOUT	1
global route	HREADYOUT	1.62	HREADYOUT	1
finish	HREADYOUT	1.67	HREADYOUT	1
[worst reg2reg max path, cell delays in order, from the launching register on]
cell	delay [ns]
dfrtp_1	0.44
xor2_4	0.69
buf_12	0.36
mux2_2	0.43
Power and IR drop assume default switching activity.
